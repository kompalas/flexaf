## flow/run.sh

```bash
#!/bin/bash
# OpenROAD 26Q1-2900-gdf79404cd8, Yosys 0.63+post, stock flow scripts
make -C /OpenROAD-flow-scripts/flow DESIGN_CONFIG=/design/flow/config.mk WORK_HOME=/design/flow/orfs finish
```

## flow/config.mk

```make
export PLATFORM = sky130hd
export DESIGN_NAME = shift_register
export DESIGN_NICKNAME = shift_register
export VERILOG_FILES = /design/flow/design.v
export SDC_FILE = /design/flow/constraint.sdc
export NUM_CORES = 4
export LEC_CHECK = 1
export CORE_UTILIZATION = 30
```

## flow/constraint.sdc

```tcl
current_design shift_register

set clk_period 1.0
set clk_io_pct 0.2

create_clock -name clk0 -period $clk_period [get_ports {clk}]

set non_clock_inputs [all_inputs -no_clocks]
set_input_delay [expr $clk_period * $clk_io_pct] -clock clk0 $non_clock_inputs
set_output_delay [expr $clk_period * $clk_io_pct] -clock clk0 [all_outputs]
```

## flow/design.v

```verilog
module shift_register #(
    parameter WORD_WIDTH = 4,
    parameter DEPTH      = 21
)(
    input  wire                  clk,
    input  wire                  rst_n,
    input  wire [WORD_WIDTH-1:0] din,
    output wire [WORD_WIDTH-1:0] dout,
    output wire [WORD_WIDTH*DEPTH-1:0] data_out_flat
);
    reg [WORD_WIDTH-1:0] data [0:DEPTH-1];
    integer i;
    always @(posedge clk or negedge rst_n) begin
        if (!rst_n) begin
            for (i = 0; i < DEPTH; i = i + 1)
                data[i] <= {WORD_WIDTH{1'b0}};
        end else begin
            for (i = DEPTH-1; i > 0; i = i - 1)
                data[i] <= data[i-1];
            data[0] <= din;
        end
    end
    assign dout = data[DEPTH-1];
    genvar gi;
    generate
        for (gi = 0; gi < DEPTH; gi = gi + 1) begin : FLATTEN
            assign data_out_flat[ (gi+1)*WORD_WIDTH-1 : gi*WORD_WIDTH ] = data[gi];
        end
    endgenerate
endmodule
```

==> flow_metrics.py <==
# Flow results
metrics = {
    "timing": {
        "hold_viol": 84,
        "fin_skew_ps": 5.87,
        "worst_slew_pin_slew_ps": 432,
        "rsz0062_at_grt": "true",
        "finalSetupViolCount": 88,
        "relSlewSlack": 0.712,
        "tns_ps": -2300,
        "final.period_utilization": 1.06,
        "maxSlewViolCount": 0,
        "whs_ps": -154,
        "fin_crit_ps": 1060,
        "fmax_ghz": 0.947,
        "worst_slack_ps": -56.5,
    },
    "min_path": {
        "hold_path.class": "input pin to async pin",
    },
    "layout": {
        "utilization": 0.466,
        "top_register": "data",
        "comb_cells": 0,
        "drive_gt1_frac": 0.608,
        "comb_area_sq_um": 0,
        "seqCellArea_sq_um": 2100,
        "fill_cells": 603,
        "top_regs": "data (84)",
        "largest_reg_flops": 84,
        "areaGrowthSynthToFinish_pct": 49.2,
    },
    "synthesis": {
        "syn_area_sq_um": 2130,
        "topCellsByArea": "dfrtp_1 99%, buf_4 1.4%",
        "syn_area_per_cell_sq_um": 24.2,
        "largest_area_cell": "dfrtp_1",
        "ys_cells": 88,
        "synthFlopType": "dfrtp_1",
        "fa_ha_area_frac": 0,
        "synth.cellmix.compoundShare": 0,
        "top_cell": "dfrtp_1",
        "synthTopCellsByCount": "84 x dfrtp_1, 4 x buf_4",
        "ys_area_sq_um": 2130,
        "mux_share": 0,
        "synth_top_area_share": 0.986,
        "xor_area_frac": 0,
        "postSynthCellCount": 88,
        "synth_flops": 84,
        "logic_family": "buffers and inverters",
        "ys_seq_frac": 0.986,
        "synthDistinctLibCells": 2,
        "ys_warn_count": 2,
        "edf_count": 0,
        "synthArstFlopShare": 1.00,
        "ys_sh_simple": 0,
    },
    "clock_tree": {
        "clock_latency_ps": 340,
        "clock_path_buffers": 2,
        "cts_tree": "yes",
        "cts-root-buf": "clkbuf_8",
        "cts_buffers": 9,
        "clock-sinks": 84,
        "clkTransAtPathRegs_ps": 80,
        "cts_max_level": 3,
    },
    "power": {
        "p_sw_frac": 0.205,
        "vdd_drop_max_mv": 0.986,
        "p_per_area_nw_per_um2": 1980,
        "switchingPower_mw": 1.29,
        "seqPwrFrac": 0.578,
        "internal-power_mw": 5.01,
        "pwr-share-clk": 0.371,
        "p_total_mw": 6.30,
        "leakagePower_nw": 1.62,
        "power_frac_comb": 0.050,
    },
    "route": {
        "vias": 1218,
        "post_drt_wl_per_cell_um": 11.4,
        "vias_per_cell": 3.77,
        "route.detailed.drc": 0,
        "num_antenna_cells": 0,
        "postRouteAntennaNets": 0,
        "dr.pass1.iters": 4,
        "drt-initial-drc-count": 16,
        "totalWireLength_mm": 3.67,
    },
    "setup_path": {
        "cp_top_family": "flip-flops",
        "crit_path_start_kind": "flop",
        "cp_slowest_cell": "dfrtp_1",
        "worst_ep_arrival_time_ps": 860,
        "cp.required_ps": 800,
        "crit_buf_inv": 1,
        "crit_start": "data[0][0]",
        "cpPeakStageDelay_ps": 400,
        "cp-end-kind": "output port",
        "crit-reg2reg-launch": "data[19][2]",
        "path_cells": "buf_2",
        "critPathKind": "flop to output port",
        "critPathMaxFanout": 2,
        "r2r_slack_ps": 270,
    },
    "global_route": {
        "grt_pass1_vias": 1221,
        "gr-usage-met2": 0.154,
        "grt_antenna_before_repair": 0,
        "use_met1": 0.149,
        "grt_busiest_layer": "met2",
        "track_usage": 0.104,
        "grt_max_degree": 85,
        "use_met3": 0.0502,
        "grt_overflow": 0,
        "grt_pass1_wl_mm": 5.74,
    },
    "outcome": {
        "violations": "hold timing, setup timing",
        "outcome": "complete, but fails checks",
    },
    "die": {
        "chipArea_sq_um": 7450,
        "die_w_um": 86.3,
        "core_region_area_sq_um": 6830,
        "ios": 94,
        "row_count": 30,
        "core_util_floorplan": 0.312,
        "die_height_um": 86.3,
    },
    "place": {
        "dp_slack_ps": -16.8,
        "gp_congestion": 0.705,
        "io_buffers": 93,
        "dpl.hpwl_mm": 2.31,
    },
    "run": {
        "warnings": 29,
        "maxCapViolCount": 0,
    },
}
-- metal layers --
layer / part of all wire / vias up
met4: 0.011 / 0
met5: 0 / -
li1: - / 542
met1: 0.43 / 590
met2: 0.43 / 82
met3: 0.12 / 4
-- layout by cell type (no fill, tap or decap), drive strengths merged --
cell type | netlist | routed
buf | 4 | 123
clkbuf | 0 | 11
clkinv | 0 | 4
bufinv | 0 | 1
dfrtp | 84 | 84
clkdlybuf4s50 | 0 | 4
-- power groups by stage --
stage / Sequential (mW) / Clock [mW] / Combinational, mW
global route: 3.67 / 2.57 / 0.362
finish: 3.65 / 2.34 / 0.318
CTS: 3.65 / 2.45 / 0.313
-- cells by family (layout without fill, tap and decap cells) --
family	after synthesis	in the layout
buffers and inverters	4	143
DFF	84	84
-- repair_timing --
| item | CTS | global route |
|---|---|---|
| endpoints found under the setup margin | 88 | 88 |
| setup buffers | 21 | 6 |
| cloned | 0 | 0 |
| hold endpoints to repair | 84 | 84 |
| gates resized | 264 | 0 |
-- per-stage QoR --
| stage | cells | area (sq um) |
|---|---|---|
| after floorplan | 88 | 2130 |
| after global routing | 323 | 3180 |
| final | 323 | 3180 |
| after CTS | 317 | 3140 |
| after global placement | 280 | 3220 |
| after detailed placement | 280 | 3220 |
-- final timing paths --
| check | to | cells after the start |
|---|---|---|
| max reg2reg | data[20][2] | 2 |
| min reg2reg | data[16][2] | 0 |
| max | data_out_flat[0] | 1 |
| max in group asynchronous | data[20][1] | 2 |
| min in group clk0 | data[0][2] | 1 |
| min | data[17][0] | 2 |
-- area by class of cell --
class | instances | area share
clock buffer | 11 | 0.0445
sequential | 84 | 0.661
tap | 96 | 0.0378
clock inverter | 5 | 0.0193
timing repair buffer | 127 | 0.238
Power is estimated from default activity; no workload was simulated.
