==> flow/design.v <==
module decoder #(
    parameter WIDTH = 5   
)(
    input  wire [WIDTH-1:0] sel,           
    output reg  [(1<<WIDTH)-1:0] out       
);
    integer i;
    always @(*) begin
        out = {(1<<WIDTH){1'b0}};
        out[sel] = 1'b1;
    end
endmodule
==> flow/run.sh <==
#!/bin/bash
# OpenROAD 26Q1-2900-gdf79404cd8, Yosys 0.63+post, stock flow scripts
make -C /OpenROAD-flow-scripts/flow DESIGN_CONFIG=/design/flow/config.mk WORK_HOME=/design/flow/orfs finish
==> flow/config.mk <==
export PLATFORM = sky130hd
export DESIGN_NAME = decoder
export DESIGN_NICKNAME = decoder
export VERILOG_FILES = /design/flow/design.v
export SDC_FILE = /design/flow/constraint.sdc
export NUM_CORES = 4
export LEC_CHECK = 1
export CORE_AREA = 10 10 70 70
export DIE_AREA = 0 0 80 80
==> flow/constraint.sdc <==
current_design decoder

set clk_period 2.0
set clk_io_pct 0.2

create_clock -name clk0 -period $clk_period

set non_clock_inputs [all_inputs -no_clocks]
set_input_delay [expr $clk_period * $clk_io_pct] -clock clk0 $non_clock_inputs
set_output_delay [expr $clk_period * $clk_io_pct] -clock clk0 [all_outputs]
==> summary.txt <==
Item: results of the latest flow run.

- The run finished, with violations left.
- The final reports fail on setup timing.
- The floorplan step set the die height to 80 um.
- The core box area is ~3400 um^2.
- The warning count from the yosys run is 1.
- The cell area after technology mapping is approximately 420 um^2.
- The most common cell in the synthesized netlist is a21oi_1.
- By area the synthesized netlist is led by a21oi_1 (30%), ha_1 (8.9%), nor2_1 (8.9%).
- The HPWL after detailed placement is 1800 um.
- The area taken by flip-flops and latches is 0 um^2.
- The buffers plus inverters on the worst setup path is 7.
- The post-detailed-route wirelength per cell is roughly 16 um.
- The class of the most critical setup path is primary input to output pin.
- The post-route antenna net violation count is 0.
- The peak clock frequency supported by timing is between 400 and 500 MHz.
- The via count is between 900 and 1000.
- The worst setup path is captured at an output pin.
- As logged by OpenROAD, the buffers inserted on ports number 37.
- The first TritonRoute pass finished after 4 iterations.
- The time the final worst path needs with I/O delays and setup is roughly 2300 ps.
- The layout summary lists the proportion of cells stronger than drive strength 1 as between 80% and 90%.
- The number of maximum-capacitance constraint violations is 0.
- The worst vdd rail ir drop is 0.0000872 V.
- Looking at the critical path, the single cell with the biggest stage delay is xor2_4.
- The number of slew-limit violations in the final report is 0.
- STA puts the critical path data arrival time at about 1900 ps.
- The ratio of final minimum period to clock period is 115%.
- The number of global-route vias before repair is approximately 870.
- The routability-driven placement congestion ratio is approximately 0.9.
- The DRC violations left is 0.
- The power density of the placed cells is between 150 and 200 nW/um^2.
- The cell count after synthesis came out at around 73.
- The global-route wire length before repair is 4400 um.
- Yosys reports that the most numerous cell types are a21oi_1 (25), nor2_1 (10), nand2_1 (6).
- Row generation in the floorplan step produced 21 rows.
- STA classifies the critical path startpoint as a primary input.
- The power report puts the leakage power at 0.000741 uW.
- Each instance of the synthesized netlist takes up on average 5.78 um^2.
- The final hold slack is 1350 ps.
- The count of flip-flops and latches is 0.
- Overall routing resource usage recorded by global route was under 10%.
- The timing report shows the most common cell along the critical path to be buf_4.
- The number of antenna diodes in the final layout is 0.
- Headroom to the max-slew limit came out at around 76%.
- In this run the most critical hold path is launched from sel[0].
- According to the floorplan report, the die width is about 80 um.
- The stage logs contain a warning count of 36.
- Entering global routing, the biggest net connects 9 pins.
- The placement-stage worst setup slack is -956 ps.
- The total cell area reported by yosys after synthesis is about 420 um^2.
- The initial antenna violation count was 0.
- The required time at the worst endpoint is listed as approximately 1600 ps.
- The layout has between 300 and 400 filler cells.
- The violation count after the first detailed-route iteration is 44.
- The number of ports placed on the die boundary is 37.
- The least setup slack across all paths after layout is -292 ps.
- Of all nets on the critical path, the largest fanout is 6.
- The dominant cell type by area after synthesis is a21oi_1.
- Looking at the max-slew report, the worst-margin pin has a slew of 362 ps.
- After floorplanning, the die was sized to cover ~6400 um^2.
- The end of the worst hold path is out[8].
- The ratio of routed vias to standard cells is between 4 and 5.
- Per Yosys stat, the portion of area used by sequential elements is 0%.
- The timing report gives the biggest stage delay along the critical path as around 240 ps.
- The post-cts hold buffer count is 0.
- Along the worst hold path, the cell count comes to 6.
- For this block, the routed nets add up to between 3000 and 4000 um of wire.
- The multi-input combinational cell area is 704 um^2.
- Per the final timing report, the hold violations number 0.
- Cells fill between 40% and 50% of the core in the end.
- Listed in order, past its start point the critical path passes buf_8 -> inv_6 -> ha_4 -> buf_4 -> buf_12 -> xor2_4 -> nand4_1 -> buf_4 -> buf_4 -> a21oi_2 -> buf_2.
- The finished layout holds between 200 and 250 standard cells, fillers aside.
- The synthesis-to-finish area growth is 266%.
- The share of the synthesized area in the top cell type is ~30%.
- The placement-stage cell area is between 900 and 1000 um^2.
- In the final layout, the clock buffer count is 0.
- The worst min-delay path category is primary input to output pin.
- Setup repair after global routing could not meet its margin everywhere.
- The effective utilization at floorplan is 12.3%.
- The final global-route overflow total is 0.
- The number of placed instances with taps included is 166.
- In this run, distinct cell masters in the synthesized netlist total 27.
- The kind of cell with the highest combined delay on the critical path is buffers and inverters.
- Once layout is done, the placed cells without fillers occupy roughly 1500 um^2.
- The count of instantiated cells in the yosys netlist is between 70 and 80.
- The number of setup violations in the final report is 32.
## per-stage QoR
stage          power [uW]  setup TNS (ps)
2_1_floorplan        60.1               0
3_3_place_gp          139          -27710
3_5_place_dp          139          -28300
4_1_cts               216           -4650
5_1_grt               323           -7290
6_report              305           -5490
## kinds of logic after synthesis
| logic type | share of synthesized area (%) |
|---|---|
| AOI/OAI and AO/OA | 39.8 |
| xor gates and xnor gates | 6.23 |
| adders and majority gates | 8.90 |
| buffers and inverters | 9.20 |
| and+or+nand+nor | 35.9 |
## repair_timing
item / CTS / global route
setup buffers: 17 / 23
endpoints found under the setup margin: 32 / 31
gates resized: 135 / 72
pin swaps: 18 / 27
## report_power, final
part	switching (uW)	total (uW)	internal, uW
clock	0	0	0
sequential	0	0	0
combinational	144	305	162
## layout make-up
class,count,area share (%)
timing repair buffer,91,49.4
multi-input combinational,66,45.7
tap,46,3.73
inverter,3,1.22
## per-layer routing
metal	vias up	routed length (um)	GRT usage [%]
met4	0	0	0.528
met3	0	244	2.84
met5	-	0	0
met1	445	1480	11.8
met2	37	1550	12.5
li1	444	-	-
## worst max-delay path by stage
stage | startpoint | to | cells past startpoint
6_report | sel[0] | out[22] | 11
4_1_cts | sel[1] | out[22] | 9
5_1_grt | sel[0] | out[14] | 11
## layout by cell type, fill, tap and decap left out, types with 3 or more instances in the layout
cell type        n
buf_4           32
nor2_2           6
a21oi_2         21
a21oi_4          3
clkbuf_2         9
buf_2           19
nand2_4          3
buf_6           22
dlymetal6s2s_1   5
Power and IR drop assume default switching activity.
