### flow/config.mk
export PLATFORM = sky130hd
export DESIGN_NAME = feature_shift_reg
export DESIGN_NICKNAME = feature_shift_reg
export VERILOG_FILES = /design/flow/design.v
export SDC_FILE = /design/flow/constraint.sdc
export NUM_CORES = 4
export LEC_CHECK = 1
export CORE_UTILIZATION = 50
### flow/constraint.sdc
current_design feature_shift_reg

set clk_period 4.6
set clk_io_pct 0.2

create_clock -name clk0 -period $clk_period [get_ports {clk}]

set non_clock_inputs [all_inputs -no_clocks]
set_input_delay [expr $clk_period * $clk_io_pct] -clock clk0 $non_clock_inputs
set_output_delay [expr $clk_period * $clk_io_pct] -clock clk0 [all_outputs]
### flow/design.v
module feature_shift_reg #(
    parameter N = 4,               
    parameter SAR_CYCLES = 5,      
    parameter NUM_FEAT = 10        
)(
    input  wire                   clk,
    input  wire                   rst,          
    input  wire                   en,
    input  wire [N-1:0]           quant_feat,
    output reg  [NUM_FEAT*N-1:0]  shift_reg,    
    output reg  [NUM_FEAT-1:0]    feat_decoded  
);
    reg  [$clog2(SAR_CYCLES)-1:0]   sar_cnt;
    reg  [$clog2(NUM_FEAT)-1:0] feat_cnt;
    always @(posedge clk or posedge rst) begin
        if (rst) begin
            sar_cnt  <= 0;
            feat_cnt <= 0;
            shift_reg <= {NUM_FEAT*N{1'b0}};
        end else
            if ((sar_cnt == SAR_CYCLES-1) && (feat_cnt == NUM_FEAT-1)) begin
                if (en) begin
                    sar_cnt  <= 0;
                    feat_cnt <= 0;
                end
                else begin
                    sar_cnt  <= sar_cnt;
                    feat_cnt <= feat_cnt;
                end
                shift_reg <= {shift_reg[(NUM_FEAT-2)*N-1:0], quant_feat};
            end else if (sar_cnt == SAR_CYCLES-1) begin
                sar_cnt  <= 0;
                feat_cnt <= feat_cnt + 1;
                shift_reg <= {shift_reg[(NUM_FEAT-2)*N-1:0], quant_feat};
            end else begin
                sar_cnt <= sar_cnt + 1;
            end
        end
    always @(*) begin
        feat_decoded = {NUM_FEAT{1'b0}};
        feat_decoded[feat_cnt] = 1'b1;
    end
endmodule
### flow/run.sh
#!/bin/bash
# OpenROAD 26Q1-2900-gdf79404cd8, Yosys 0.63+post, stock flow scripts
make -C /OpenROAD-flow-scripts/flow DESIGN_CONFIG=/design/flow/config.mk WORK_HOME=/design/flow/orfs finish
==> PnR_summary.wiki <==
=== Physical design figures ===
{| class="wikitable"
! Metric !! Value
|-
| Hold Buf Count CTS || 0
|-
| Worst endpoint data arrival time || 2490 ps
|-
| Number of core rows || 22
|-
| Final total negative setup slack || 0 ps
|-
| Worst setup path class || reg2out
|-
| Via-to-Cell Ratio || 4.98
|-
| Synthesized instance count || 236
|-
| Remaining number of nets flagged by the antenna check after routing || 0
|-
| Tot GR Track Use || 0.200
|-
| Share of layout cells above drive strength 1 || 0.0804
|-
| Peak Freq || 293 MHz
|-
| Crit share post-route || 0.741
|-
| Combinational cell area excluding buffers and inverters || 890 µm²
|-
| Floorplan die area || 4390 µm²
|-
| Number of buffers inserted to repair setup after CTS || 0
|-
| Result of the run || finished, final reports clean
|-
| Number of buffers created by CTS || 5
|-
| Leak Pwr || 0.00132 µW
|-
| Total iterations of the first detailed-routing run || 4
|-
| Average cell area after synthesis || 8.75 µm²
|-
| Count of endpoints failing hold in the final timing report || 0
|-
| Detailed-route DRC error count || 0
|-
| Number of pins with negative max-slew slack in the final report || 0
|-
| Clock H-tree levels || 2
|-
| First-pass GRT wire length || 6530 µm
|-
| Final cell count without fillers || 334
|-
| CTS tree || built
|-
| Post_cts resized || 0
|-
| Register bit total from synthesis || 43
|-
| Width of the chip || 66.3 µm
|-
| Setup-violating endpoint count in the final report || 0
|-
| Gr ovfl total || 0
|-
| CTS root buf || sky130_fd_sc_hd__clkbuf_8
|-
| Routed WL || 3850 µm
|-
| Synth Seq Share || 0.521
|-
| HP Class || reg2reg
|-
| Most common logic cells in the final layout || sky130_fd_sc_hd__nand2_1, sky130_fd_sc_hd__clkdlybuf4s50_1, sky130_fd_sc_hd__dfrtp_1, sky130_fd_sc_hd__ha_1, sky130_fd_sc_hd__o21ai_0
|-
| Cell type with the largest total area || sky130_fd_sc_hd__dfrtp_1
|-
| Switching Power || 149 µW
|-
| Synth Cell Area || 2060 µm²
|-
| Yosys Chip Area || 2060 µm²
|-
| Synthesis warning total || 1
|-
| Clock latency at the later pin of the worst-skew pair || 290 ps
|-
| Vias post-DR || 1,662
|-
| Area share, top type || 0.521
|-
| Least-Margin Pin Slew || 531 ps
|-
| Pin count of the biggest net entering global routing || 44
|-
| Ranking of synthesized cells by area || sky130_fd_sc_hd__dfrtp_1, sky130_fd_sc_hd__nand2_1, sky130_fd_sc_hd__ha_1, sky130_fd_sc_hd__buf_4, sky130_fd_sc_hd__nor3b_2
|-
| Gate power share || 0.076
|-
| Total power of the final layout || 682 µW
|-
| Violation count after the first detailed-routing iteration || 115
|-
| Count of inserted antenna diode cells || 0
|-
| Fraction of power consumed by the clock network || 0.329
|-
| Routed wire length per instance || 11.5 µm
|-
| RSZ-0062 raised after global routing || false
|-
| Fraction of power spent switching nets || 0.219
|-
| Register cell area after layout || 1080 µm²
|-
| Final cell utilization of the core || 0.704
|-
| Post-DP HPWL || 2570 µm
|-
| Relative slew slack || 0.646
|-
| Setup Skew || 6.44 ps
|-
| Number of global-route vias before repair || 1,421
|-
| Required time of the critical path || 3680 ps
|-
| Growth of design area from synthesis to finish || 29.5%
|-
| Tool warnings || 32
|-
| Critical path peak fanout || 12
|-
| Pre-CTS setup slack || 1470 ps
|-
| Core utilization at floorplan || 0.543
|-
| Element type at the critical path start || register
|-
| Filler cell count in the final layout || 296
|-
| Top-level I/O count || 57
|-
| Number of clock sinks || 43
|-
| Number of flip-flops under the largest register name || 36
|-
| Worst IR drop on VDD || 0.000215 V
|-
| Count of distinct cell types in the synthesized netlist || 32
|-
| Total instance count after detailed placement || 327
|-
| Sequential group share of total power || 0.595
|-
| Number of antenna violations at the first check in global routing || 0
|-
| Total internal power || 533 µW
|-
| Final GP Congestion || 0.833
|-
| Clk pin slew, worst setup/hold paths || 70 ps
|-
| Commonest non-fill, non-tap cell in the layout || sky130_fd_sc_hd__nand2_1
|-
| Area of the core region || 3800 µm²
|-
| Worst-case setup margin in the final layout || 1190 ps
|-
| Number of violations of the max-capacitance limit || 0
|-
| Count of buffers from port buffering || 52
|-
| Critical path capture point type || output pin
|-
| Cells in synth_stat.txt || 236
|-
| Pwr per Cell Area || 255 nW/µm²
|-
| Final min period || 3410 ps
|-
| Die H || 66.3 µm
|-
| Worst-case clock buffer depth || 2
|}
-- cell families after synthesis --
kind of cell | Yosys count | synth area share
simple gates | 145 | 0.314
flops | 43 | 0.521
buf+inv | 21 | 0.0533
compound gates | 17 | 0.0558
fa+ha+maj | 8 | 0.0485
mux | 1 | 0.00545
other cells | 1 | 0.00182
-- cells in the mapped netlist --
cell	count
sky130_fd_sc_hd__a21oi_1	4
sky130_fd_sc_hd__a2bb2oi_1	1
sky130_fd_sc_hd__a31o_2	1
sky130_fd_sc_hd__a31oi_1	1
sky130_fd_sc_hd__and2_1	1
sky130_fd_sc_hd__and3_1	1
sky130_fd_sc_hd__and3_2	1
sky130_fd_sc_hd__and3b_1	1
sky130_fd_sc_hd__and4bb_2	1
sky130_fd_sc_hd__buf_2	7
sky130_fd_sc_hd__buf_4	6
sky130_fd_sc_hd__clkbuf_1	2
sky130_fd_sc_hd__conb_1	1
sky130_fd_sc_hd__dfrtp_1	43
sky130_fd_sc_hd__ha_1	8
sky130_fd_sc_hd__inv_1	6
sky130_fd_sc_hd__mux2_1	1
sky130_fd_sc_hd__nand2_1	114
sky130_fd_sc_hd__nand2b_1	5
sky130_fd_sc_hd__nand3_1	6
sky130_fd_sc_hd__nand3b_1	1
sky130_fd_sc_hd__nor2_1	4
sky130_fd_sc_hd__nor2_2	1
sky130_fd_sc_hd__nor2b_2	1
sky130_fd_sc_hd__nor3_1	2
sky130_fd_sc_hd__nor3b_2	3
sky130_fd_sc_hd__nor4_2	2
sky130_fd_sc_hd__o21a_1	1
sky130_fd_sc_hd__o21ai_0	7
sky130_fd_sc_hd__o221a_2	1
sky130_fd_sc_hd__o31a_4	1
sky130_fd_sc_hd__or4_1	1
-- layer usage --
layer,vias to the layer above,share of wire,wire length [µm],track usage
met5,-,0,0,0
met4,0,0.0081,31,0.0213
met3,4,0.064,245,0.0542
met2,42,0.43,1640,0.292
met1,773,0.50,1930,0.327
li1,843,-,-,-
-- final timing paths --
kind,slack (ps),cells after the start,endpoint,from
min in group asynchronous,1080,3,shift_reg[33],rst
worst max-delay path,1190,6,feat_decoded[4],feat_cnt[0]
worst max register to register,2880,5,sar_cnt[1],feat_cnt[1]
worst min-delay path,480,2,shift_reg[33],shift_reg[33]
worst min register to register,480,2,shift_reg[33],shift_reg[33]
max in group asynchronous,3160,3,feat_cnt[0],rst
-- metrics by stage --
stage / area, µm² / hold slack, ps
2_1_floorplan: 2080 / 421
3_3_place_gp: 2590 / 456
3_5_place_dp: 2590 / 462
4_1_cts: 2670 / 481
5_1_grt: 2670 / 493
6_report: 2670 / 477
-- layout make-up --
type                    count  share of cell area
flip-flops and latches     43               0.402
multi-input cells         175               0.333
repair buffers             55               0.203
clock buffers               5              0.0257
well taps                  48              0.0225
inverters                   6             0.00842
clock inverters             2             0.00515
-- worst max-delay path, stage by stage, from the launching register on --
cell                              delay [ps]
sky130_fd_sc_hd__dfrtp_1                 590
sky130_fd_sc_hd__inv_1                   150
sky130_fd_sc_hd__ha_1                    320
sky130_fd_sc_hd__nor4_2                  310
sky130_fd_sc_hd__nor2b_2                 130
sky130_fd_sc_hd__nor4_2                  210
sky130_fd_sc_hd__clkdlybuf4s50_1         490
-- power groups by stage --
stage	logic (µW)	registers [µW]	clock network, µW
CTS	53.7	406	234
global route	60.1	409	246
finish	52.0	406	224
Power and IR drop assume default switching activity.
